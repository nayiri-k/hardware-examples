**config.mk**
```make
export PLATFORM = sky130hd
export DESIGN_NAME = Risc
export DESIGN_NICKNAME = Risc
export VERILOG_FILES = /design/flow/design.v
export SDC_FILE = /design/flow/constraint.sdc
export NUM_CORES = 4
export LEC_CHECK = 1
export CORE_UTILIZATION = 40
export SYNTH_MEMORY_MAX_BITS = 65536
```
**constraint.sdc**
```tcl
current_design Risc

set clk_period 489.1
set clk_io_pct 0.2

create_clock -name clk0 -period $clk_period [get_ports {clock}]

set non_clock_inputs [all_inputs -no_clocks]
set_input_delay [expr $clk_period * $clk_io_pct] -clock clk0 $non_clock_inputs
set_output_delay [expr $clk_period * $clk_io_pct] -clock clk0 [all_outputs]
```
**run.sh**
```bash
#!/bin/bash
# OpenROAD 26Q1-2900-gdf79404cd8, Yosys 0.63+post, stock flow scripts
make -C /OpenROAD-flow-scripts/flow DESIGN_CONFIG=/design/flow/config.mk WORK_HOME=/design/flow/orfs finish
```
**design.v**
```verilog
module Risc(
  input         clock,
  input         reset,
  input         io_isWr,
  input  [7:0]  io_wrAddr,
  input  [31:0] io_wrData,
  input         io_boot,
  output        io_valid,
  output [31:0] io_out
);
  reg [31:0] file [0:255];  
  wire [31:0] file__T_1_data;  
  wire [7:0] file__T_1_addr;  
  wire [31:0] file__T_3_data;  
  wire [7:0] file__T_3_addr;  
  wire [31:0] file__T_12_data;  
  wire [7:0] file__T_12_addr;  
  wire  file__T_12_mask;  
  wire  file__T_12_en;  
  reg [31:0] code [0:255];  
  wire [31:0] code_inst_data;  
  wire [7:0] code_inst_addr;  
  wire [31:0] code__T_4_data;  
  wire [7:0] code__T_4_addr;  
  wire  code__T_4_mask;  
  wire  code__T_4_en;  
  reg [7:0] pc;  
  wire [7:0] op = code_inst_data[31:24];  
  wire [7:0] rci = code_inst_data[23:16];  
  wire [7:0] rai = code_inst_data[15:8];  
  wire [7:0] rbi = code_inst_data[7:0];  
  wire  _T = rai == 8'h0;  
  wire [31:0] ra = _T ? 32'h0 : file__T_1_data;  
  wire  _T_2 = rbi == 8'h0;  
  wire [31:0] rb = _T_2 ? 32'h0 : file__T_3_data;  
  wire  _T_5 = 8'h0 == op;  
  wire [31:0] _T_7 = ra + rb;  
  wire  _T_8 = 8'h1 == op;  
  wire [15:0] _GEN_31 = {rai, 8'h0};  
  wire [22:0] _T_9 = {{7'd0}, _GEN_31};  
  wire [22:0] _GEN_32 = {{15'd0}, rbi};  
  wire [22:0] _T_10 = _T_9 | _GEN_32;  
  wire [22:0] _GEN_0 = _T_8 ? _T_10 : 23'h0;  
  wire [31:0] _GEN_1 = _T_5 ? _T_7 : {{9'd0}, _GEN_0};  
  wire  _T_11 = rci == 8'hff;  
  wire  _GEN_5 = _T_11 ? 1'h0 : 1'h1;  
  wire [31:0] _GEN_9 = io_boot ? 32'h0 : _GEN_1;  
  wire [31:0] rc = io_isWr ? 32'h0 : _GEN_9;  
  wire [7:0] _T_14 = pc + 8'h1;  
  wire [31:0] _GEN_10 = io_boot ? 32'h0 : rc;  
  wire  _GEN_11 = io_boot ? 1'h0 : _T_11;  
  wire  _GEN_14 = io_boot ? 1'h0 : _GEN_5;  
  assign file__T_1_addr = code_inst_data[15:8];
  assign file__T_1_data = file[file__T_1_addr];  
  assign file__T_3_addr = code_inst_data[7:0];
  assign file__T_3_data = file[file__T_3_addr];  
  assign file__T_12_data = io_isWr ? 32'h0 : _GEN_9;
  assign file__T_12_addr = code_inst_data[23:16];
  assign file__T_12_mask = 1'h1;
  assign file__T_12_en = io_isWr ? 1'h0 : _GEN_14;
  assign code_inst_addr = pc;
  assign code_inst_data = code[code_inst_addr];  
  assign code__T_4_data = io_wrData;
  assign code__T_4_addr = io_wrAddr;
  assign code__T_4_mask = 1'h1;
  assign code__T_4_en = io_isWr;
  assign io_valid = io_isWr ? 1'h0 : _GEN_11;  
  assign io_out = io_isWr ? 32'h0 : _GEN_10;  
  always @(posedge clock) begin
    if(file__T_12_en & file__T_12_mask) begin
      file[file__T_12_addr] <= file__T_12_data;  
    end
    if(code__T_4_en & code__T_4_mask) begin
      code[code__T_4_addr] <= code__T_4_data;  
    end
    if (reset) begin
      pc <= 8'h0;
    end else if (!(io_isWr)) begin
      if (io_boot) begin
        pc <= 8'h0;
      end else begin
        pc <= _T_14;
      end
    end
  end
endmodule
```
==> job_summary.md <==
## Implementation flow summary

| Metric | Value |
|---|---|
| Result of the run | finished clean |
| Count of H-tree levels built during CTS | 7 |
| Yosys top cell by area | edfxtp_1 |
| Clock-pin slew of the registers on the worst-case setup and hold paths | approximately 0.060 ns |
| Final hold slack | between 0.5 and 0.6 ns |
| Clk buf depth | 6 |
| Data arrival time of the worst path | 103.20 ns |
| Kind of end point of the critical path | output port |
| Summed instance area of the synthesized netlist | 694000 um2 |
| Total die size | between 1500000 and 2000000 um2 |
| Log Warnings | a little over 40 |
| Kind of critical path | input pin to output port |
| Final number of max-transition violations | 0 |
| Setup violators final | 0 |
| Height of the chip | 1.32 mm |
| Std-Cell Core Area | approximately 1700000 um2 |
| Post-CTS resize count | 0 |
| Minimum clock period | 201.02 ns |
| Unrepaired setup endpoints after global routing | no |
| Total setup buffers inserted after CTS | 0 |
| Top cells by area | edfxtp_1 71%, mux4_2 20%, nand2_1 1.3% |
| Synthesis area per yosys | just under 700000 um2 |
| Fraction of final layout cells sized beyond drive strength 1 | a little under a third |
| Global-route total usage across every layer | 29.7% |
| Die extent in x | about 1.3 mm |
| Synthesized area per cell | around 20 um2 |
| Slew HR | between 3 and 4% |
| Required time worst endpoint | approximately 390 ns |
| Number of buffer cells added on primary ports | ~76 |
| Yosys stat cell total | about 34000 |
| Routed via count | 371847 |
| Fp util | approximately two fifths |
| Violation count after the first detailed-routing iteration | approximately 27000 |
| Leakage Power | roughly 230 nW |
| Async set-reset flop share out of synthesis | 0% |
| Final sum of negative setup slack | 0 ns |
| Pin count of the biggest net entering global routing | 118 |
| Most common cell after layout, fill and taps aside | edfxtp_1 |
| FF-to-FF End | file[27][27] |
| Sum of routed wire length over all layers | about 2300 mm |
| Post-synthesis to final-layout area growth | 13.7% |
| Maximum clock frequency | about 0.005 GHz |
| Detailed-routing iteration count for the pre-antenna-repair pass | 17 |
| Dpl cells | between 50000 and 60000 |
| Clock tree sinks | approximately 16000 |
| EDFF count, synth | 16384 |
| Min-delay src | pc[2] |
| Number of distinct standard cells referenced by the synthesized netlist | 91 |
| Number of global-route vias before repair | around 410k |
| Post-route non-filler standard cell count | 60558 |
| Number of flip-flops and latches in the synthesized netlist | between 15000 and 20000 |
| Pin slew with the least headroom to its limit | around 1.4 ns |
| Initial antenna violation count | 237 |
| Sequential share of the synthesized area | around 71% |
| Total grt overflow | 0 |
| First-pass GRT wire length | about 3200 mm |
| CP Max Fanout | 38 |
| Cell depth of the worst flop-to-flop path | 41 |
| TritonCTS clock tree | built |
| Average wire per standard cell | roughly 39 um |
| Worst skew pair latency | approximately 1.4 ns |
| CTS hold repair buffers | 0 |
| Number of vias per cell after detailed routing | 6.14 |
| Yosys warning count | 1 |
| Count of endpoints failing hold in the final timing report | 0 |
| Top-Level Pins | between 70 and 80 |
| Setup Skew | about 0.16 ns |
| Highest-count cells in the layout ignoring fill and taps | 16384 x edfxtp_1, 6014 x mux4_2, 2274 x nand2_1 |
| Row Count | ~480 |
| Clock root buffer | clkbuf_16 |
| P per Cell Area | 3.81 nW/um2 |
| HPWL Detailed | around 1500 mm |
| Cell depth of the worst min-delay path | 2 |
| Count of max-cap constraint violations | 0 |
| Highest ir drop seen on vdd | roughly 3.5 uV |
| Tally of nets with antenna violations remaining after routing | 0 |
| Most common flop cell mapped by yosys | edfxtp_1 |
| Number of cells produced by synthesis | between 30000 and 40000 |
| Inserted Clock Buffers | about 1700 |
| Worst hold-check path type | register to register |
| # DRC | 0 |
| Kind of start point of the critical path | input pin |
| Setup slack, reg-to-reg | 469.52 ns |
| Weighted congestion at the end of routability-driven global placement | 1.03 |
| Top cell type's share of synthesized area | a little under three quarters |
| Final worst-path cycle share | around two fifths |
==> sequential cells by signal, indices dropped and copies added, names as in the netlist, named ones only <==
| name | count |
|---|---|
| pc | 8 |
| code | 8192 |
| file | 8192 |
==> area by class of cell <==
class | instances | area, um2
Sequential cell | 16400 | 492000
Inverter | 26 | 123
Fill cell | 140923 | 940000
Tap cell | 23037 | 28800
Timing Repair Buffer | 2390 | 18800
Multi-Input combinational cell | 15257 | 194000
Clock inverter | 955 | 9010
Antenna cell | 381 | 953
Clock buffer | 2112 | 45100
==> routing by layer <==
layer	track usage, %	vias to the layer above	wire [um]	share of wire (%)
li1	-	148472	-	-
met1	28.1	187490	610000	26
met2	40.6	29990	1040000	44
met3	27.2	5554	491000	21
met4	17.2	341	183000	7.8
met5	8.73	-	18700	0.80
==> metrics by stage <==
stage / setup WS (ns) / util, % / instance area, um2 / total power [W]
final: 288.08 / 45.6 / 789000 / 0.00301
after global routing: 288.02 / 45.6 / 789000 / 0.00308
after CTS: 288.31 / 45.6 / 788000 / 0.00302
after detailed placement: 288.32 / 42.5 / 734000 / 0.00175
after global placement: 287.12 / 42.5 / 734000 / 0.00175
after floorplan: 279.36 / - / 694000 / 0.00166
==> power breakdown <==
group          internal (W)  total (W)  switching, W  leakage (nW)
Clock              0.000740    0.00128      0.000537          26.4
Combinational     0.0000592   0.000191      0.000132          65.2
Sequential          0.00154    0.00154   0.000000797           140
Total               0.00234    0.00301      0.000670           232
==> kinds of logic (layout without fill, tap and decap cells) <==
group | Yosys count | in the layout | synth area share, %
AOI/OAI and AO/OA | 3296 | 3296 | 3.05
xor gates and xnor gates | 32 | 32 | 0.0424
adders and majority gates | 33 | 33 | 0.0606
buffers and inverters | 2411 | 5483 | 1.86
DFF | 16400 | 16400 | 70.9
muxes | 6862 | 6862 | 20.9
other | 1 | 413 | 0.000540
and+or+nand+nor | 5002 | 5002 | 3.12
==> synth_stat cells (16+ instances only) <==
library cell and instances:
nor3_1 326, o221ai_1 19, a32o_1 35, buf_2 815
edfxtp_1 16384, o211ai_1 104, a21oi_1 993, a41oi_1 19
dfxtp_1 16, o311a_1 18, nor2b_1 47, nor2_1 1229
mux4_1 68, nor4_1 104, a22oi_1 202, or3_1 61
nand4_1 38, a21o_1 18, buf_1 238, a211oi_1 646
mux2_2 176, buf_6 140, ha_1 32, o31ai_1 20
a2111oi_0 23, inv_1 21, xnor2_1 19, nand3_1 346
a32oi_1 86, a221oi_1 67, clkbuf_1 777, a22o_1 50
a31oi_1 149, mux4_2 6016, and3_1 127, and2_1 335
o21ai_0 507, o22ai_1 209, o311ai_0 61, buf_8 19
mux2i_1 602, nand2_1 2323, buf_4 383
==> worst max-delay path, cell delays in order <==
cell and delay (ns):
clkdlybuf4s50_1 0.64, buf_4 0.30, nor2_2 0.98, buf_4 0.34, nand3_2 0.43, buf_4 0.51, nor3_1 0.33, buf_4 0.29
and2_4 0.61, clkdlybuf4s50_1 0.86
==> worst max path at each step <==
| stage | end | from | cells after the start |
|---|---|---|---|
| final | io_out[31] | io_isWr | 10 |
| after global routing | io_out[15] | io_isWr | 11 |
| after CTS | io_out[15] | io_isWr | 11 |
Power and IR drop assume default switching activity.
