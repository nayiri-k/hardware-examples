$ cat flow/config.mk
export PLATFORM = sky130hd
export DESIGN_NAME = Stack
export DESIGN_NICKNAME = Stack
export VERILOG_FILES = /design/flow/design.v
export SDC_FILE = /design/flow/constraint.sdc
export NUM_CORES = 4
export LEC_CHECK = 1
export CORE_UTILIZATION = 30
$ cat flow/constraint.sdc
current_design Stack

set clk_period 12.5
set clk_io_pct 0.2

create_clock -name clk0 -period $clk_period [get_ports {clock}]

set non_clock_inputs [all_inputs -no_clocks]
set_input_delay [expr $clk_period * $clk_io_pct] -clock clk0 $non_clock_inputs
set_output_delay [expr $clk_period * $clk_io_pct] -clock clk0 [all_outputs]
$ cat flow/design.v
module Stack(
  input         clock,
  input         reset,
  input         io_push,
  input         io_pop,
  input         io_en,
  input  [31:0] io_dataIn,
  output [31:0] io_dataOut
);
  reg [31:0] stack_mem [0:7];  
  wire [31:0] stack_mem__T_14_data;  
  wire [2:0] stack_mem__T_14_addr;  
  wire [31:0] stack_mem__T_3_data;  
  wire [2:0] stack_mem__T_3_addr;  
  wire  stack_mem__T_3_mask;  
  wire  stack_mem__T_3_en;  
  reg [3:0] sp;  
  reg [31:0] out;  
  wire  _T = sp < 4'h8;  
  wire  _T_1 = io_push & _T;  
  wire [3:0] _T_5 = sp + 4'h1;  
  wire  _T_6 = sp > 4'h0;  
  wire  _T_7 = io_pop & _T_6;  
  wire [3:0] _T_9 = sp - 4'h1;  
  assign stack_mem__T_14_addr = _T_9[2:0];
  assign stack_mem__T_14_data = stack_mem[stack_mem__T_14_addr];  
  assign stack_mem__T_3_data = io_dataIn;
  assign stack_mem__T_3_addr = sp[2:0];
  assign stack_mem__T_3_mask = 1'h1;
  assign stack_mem__T_3_en = io_en & _T_1;
  assign io_dataOut = out;  
  always @(posedge clock) begin
    if(stack_mem__T_3_en & stack_mem__T_3_mask) begin
      stack_mem[stack_mem__T_3_addr] <= stack_mem__T_3_data;  
    end
    if (reset) begin
      sp <= 4'h0;
    end else if (io_en) begin
      if (_T_1) begin
        sp <= _T_5;
      end else if (_T_7) begin
        sp <= _T_9;
      end
    end
    if (reset) begin
      out <= 32'h0;
    end else if (io_en) begin
      if (_T_6) begin
        out <= stack_mem__T_14_data;
      end
    end
  end
endmodule
$ cat flow/run.sh
#!/bin/bash
# OpenROAD 26Q1-2900-gdf79404cd8, Yosys 0.63+post, stock flow scripts
make -C /OpenROAD-flow-scripts/flow DESIGN_CONFIG=/design/flow/config.mk WORK_HOME=/design/flow/orfs finish
==> notes.md <==
Looking at the clock tree report, the maximum root-to-sink buffer count equals 3. On the reported timing paths, the clock transition at the registers reads 0.06 ns. The tools report the number of antenna violations at the first check in global routing as 1. The run gives 0.004096 µW as the cell leakage power. The launch point of the worst min-delay path is recorded as out[13]$_SDFFE_PP0P_. The number of synthesis warnings was 1; the number of pins with negative max-slew slack in the final report was 0.

In this run, post-CTS hold repair placed 0 buffers. In the final report, the number of hold violations comes to 0. The vertical die dimension reported for this design is 193.1 µm.

Wires add up to 20510 µm. The worst setup path is captured at a flip-flop. The number of flops mapped to enable cells by yosys was 256. Summing every instance area after synthesis gives 10960 µm². After routing, the total negative slack on setup checks comes to 0 ns. The tools report the starting density of the core as 0.3065.

The run finished with clean final reports. STA classifies the critical path startpoint as an input pin. The placement row count was 69; the total of cells resized after clock tree synthesis was 0. For the sequential cell area fraction in the yosys report, the log shows 0.7675.

The tools report the wire length of the first global-routing pass as 31510 µm. For the detailed placer's ending HPWL, the log shows 11330 µm. Kind of critical path: input pin to flip-flop. The die covers 37290 µm². IR analysis of the VDD net gives a maximum drop of 110.2 µV. For the number of antenna cells inserted, the log shows 0.

For this design the ratio of total power to cell area is 176.1 nW/µm². In the final routed layout, each cell accounts on average for 18.78 µm. The floorplan step defined a core boundary enclosing 35740 µm². The report shows a maximum critical-path fanout of 21.

A synthesized cell averages 20.91 µm². The cell count after placement was 1036; the final cell count without fillers was 1092. For this run, design rule violations remaining after detail routing come to 0. The final period demand of the worst path was 4.414 ns; the count of clock tree sinks was 292. The area growth from synthesis to layout is 20.99%.

As reported, the later end of the worst-skew pair has a clock insertion delay of 0.53 ns. The tools report the worst min-delay path endpoint as out[13]$_SDFFE_PP0P_. The commonest register cell is edfxtp_1. Timing would allow up to 0.2266 GHz.

Entering global routing, the biggest net connects 65 pins. The proportion of netlist area held by the largest area contributor was 0.7017. TritonCTS built the clock tree. With the synthesis-stage register bit count at 292, the depth of the worst register-to-register path is 6.

Slew at the pin with the worst max-slew slack: 0.6877 ns. The final timing report counts setup violations totalling 0. The first-pass iteration count of the detailed router was 20.

Setup slack on the worst reg-to-reg path comes out at 9.55 ns. The CTS H-tree depth was 1; the share of final-layout standard cells stronger than drive strength 1 was 0.2155. The worst register-to-register path ends at out[2]$_SDFFE_PP0P_. The floorplan step set the die width to 193.1 µm. Sorting the synthesized cells by area gives the leading types as edfxtp_1 70%, mux4_2 13%, dfxtp_1 6.6%. Counting instances, the worst hold path has a depth of 2. The run gives 0.1216 as the global-route usage over all layers. The number of cells in the yosys synthesis report came out at 524. The number of vias per cell after detailed routing was 4.648; the number of input and output port buffers inserted was 68. The number of violations reported at the end of detailed-routing iteration 0 was 302.

The OpenROAD report gives the critical path a required time of 12.70 ns. Final hold analysis gives a worst-case slack of 0.4946 ns. Setup repair after global routing left no endpoint under its margin. Tally of nets with antenna violations remaining after routing: 0. After layout, the setup clock skew is reported as 0.006490 ns.

Per the GRT congestion report, total overflow comes to 0. Per the timing report, the most critical flop-to-flop path originates at sp[0]$_SDFFE_PP0P_. The synthesized netlist handed to floorplanning was reported with a cell count of 524. The run gives 5556 as the number of global-route vias before repair.

The run gives 0 as the number of setup buffers added after CTS. STA puts the critical path data arrival time at 4.61 ns. The share of the clock period used by the worst path after layout was 0.3531.

Per the TritonCTS log, the buffer count is 30. The share of async-settable or async-resettable flops after synthesis works out to 0. The routed layout has 5076 vias. The run gives 0.7644 as the routability congestion estimate.

The number of placed I/O pins came out at 69. The max-cap violation count is 0, and the count of different cell masters after synthesis is 30. Per the CTS log, the root buffer master is clkbuf_16.

After synthesis, the chip area reported by Yosys is 10960 µm². The number of warnings in the stage logs works out to 26. The worst hold path belongs to the class flip-flop to flip-flop. The leading area contributor after synthesis is edfxtp_1.

The worst max-slew margin expressed relative to the limit came out at 0.5416.
==> sequential cells by signal, summed over array words and instances, names as in the netlist <==
register,count
out,32
sp,4
stack_mem,256
==> how the worst max path moves through the flow <==
| stage | startpoint | cells past startpoint | slack [ns] | end |
|---|---|---|---|---|
| final | io_push | 5 | 8.09 | stack_mem[3][31]$_DFFE_PP_ |
| after global routing | io_push | 5 | 7.95 | stack_mem[3][27]$_DFFE_PP_ |
| after CTS | io_push | 5 | 8.09 | stack_mem[3][5]$_DFFE_PP_ |
==> worst max-delay path: stages <==
cell and delay (ns):
clkdlybuf4s50_1 0.51, nor2b_1 0.35, nand3_1 0.35, nor2_4 0.47
buf_4 0.42
==> logic make-up after synthesis <==
| group | Yosys count | share of synthesized area |
|---|---|---|
| adders and majority gates | 2 | 0.002284 |
| xor gates and xnor gates | 4 | 0.003197 |
| DFF | 292 | 0.7675 |
| muxes | 97 | 0.1617 |
| buffers and inverters | 33 | 0.01702 |
| AOI/OAI and AO/OA | 40 | 0.02707 |
| and+or+nand+nor | 56 | 0.02124 |
==> cells in the mapped netlist (all sizes together) (2+ instances only) <==
cell type,instances
nor2b,3
clkbuf,12
inv,2
mux2i,33
ha,2
nand2,5
edfxtp,256
dfxtp,36
nor2,41
xnor2,4
nand2b,2
o21a,2
nor3,2
mux4,64
buf,19
a211oi,32
==> layout by cell type (no fill, tap or decap), types with 2 or more instances in the layout <==
cell / Yosys / final
clkbuf_16: 0 / 31
mux2i_1: 33 / 33
clkbuf_1: 11 / 7
nand2_1: 5 / 5
nor2_1: 41 / 35
a211oi_1: 32 / 32
nor2b_1: 3 / 3
xnor2_1: 4 / 3
nor3_2: 0 / 2
edfxtp_1: 256 / 256
nor2_4: 0 / 6
inv_1: 2 / 2
clkdlybuf4s50_1: 0 / 67
clkbuf_8: 0 / 3
clkinv_1: 0 / 4
nand2b_1: 2 / 2
buf_4: 7 / 14
bufinv_16: 0 / 5
clkinv_2: 0 / 5
dfxtp_1: 36 / 35
mux4_2: 64 / 64
==> power breakdown <==
part	internal, µW	switching, µW	total (µW)	leakage (µW)
Clock	572	345	917	0.000508
Combinational	155	143	298	0.000979
Sequential	1100	22.3	1120	0.00261
==> cell type report <==
cell class / count / area [µm²]
clock buffer: 41 / 843.3
clock inverter: 15 / 197.7
fill: 3238 / 22490
inverter: 2 / 7.507
multi-input combinational: 199 / 2437
sequential: 292 / 8412
tap: 461 / 576.8
timing repair buffer: 82 / 780.7
==> stage by stage <==
step,total power [µW],utilization,worst slack (ns),cell area (µm²)
after floorplan,1333,-,6.866,10960
after global placement,1444,0.3417,7.570,12210
after detailed placement,1445,0.3417,7.527,12210
after CTS,2367,0.3709,8.090,13260
after global routing,2431,0.3709,7.945,13260
final,2334,0.3709,8.086,13260
==> per-layer routing <==
| layer | global-route usage | wire length (µm) | vias up |
|---|---|---|---|
| met5 | 0 | 13 | - |
| met3 | 0.05946 | 2063 | 35 |
| met1 | 0.1593 | 7827 | 2514 |
| met4 | 0.01803 | 364 | 2 |
| li1 | - | - | 2323 |
| met2 | 0.1951 | 10240 | 202 |
Power is estimated from default activity; no workload was simulated.
